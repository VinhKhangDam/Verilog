File: flow/design.v
module basic_ram (
    input clk, we,
    input [3:0] addr,
    input [7:0] in,
    output reg [7:0] out
);
reg [7:0] mem [15:0];
always @(posedge clk) begin
    if (we)
        mem [addr] <= in;
    else
        out <= mem[addr];
end
endmodule
File: flow/run.sh
#!/bin/bash
# OpenROAD 26Q1-2900-gdf79404cd8, Yosys 0.63+post, stock flow scripts
make -C /OpenROAD-flow-scripts/flow DESIGN_CONFIG=/design/flow/config.mk WORK_HOME=/design/flow/orfs finish
File: flow/config.mk
export PLATFORM = sky130hd
export DESIGN_NAME = basic_ram
export DESIGN_NICKNAME = basic_ram
export VERILOG_FILES = /design/flow/design.v
export SDC_FILE = /design/flow/constraint.sdc
export NUM_CORES = 4
export LEC_CHECK = 1
export CORE_UTILIZATION = 40
File: flow/constraint.sdc
current_design basic_ram

set clk_period 3.6
set clk_io_pct 0.2

create_clock -name clk0 -period $clk_period [get_ports {clk}]

set non_clock_inputs [all_inputs -no_clocks]
set_input_delay [expr $clk_period * $clk_io_pct] -clock clk0 $non_clock_inputs
set_output_delay [expr $clk_period * $clk_io_pct] -clock clk0 [all_outputs]
==> results.toml <==
# yosys + openroad results
[final_layout]
final-comb-area_um2 = 1000
areaGrowthSynthToFinish_pct = 22.1
final_layout_size_suffix_gt1_share_pct = 26.7
fillCellCount = 988
final-seq-area_um2 = 4080

[route]
drt-wirelength-per-cell_um = 20.9
detail_route.first_pass.iterations = 4
final_wl_mm = 9.63
post_drt_via_cell_ratio = 5.20
first_drt_iteration_drcs = 101
antenna_left = 0
route.vias.total = 2393
post-route-drc-count = 0
insertedDiodeCount = 0

[sta]
slew_violations = 0
max_clk_rate_mhz = 405
timing.setup.tns_ps = 0
grt_setup_unrepaired = "no"
post-route-period-util_pct = 68.6
worst-slew-pin-transition_ps = 791
slew-limit-headroom_pct = 47.1
holdWs_ps = 750
setup_viol_count_final = 0
fin_skew_ps = 6.23
final_hold_viol_count = 0
final_period_minus_worst_setup_slack_ps = 2470

[clock_network]
resized_cells_post_cts = 0
cts_setup_buffers = 0
path_clk_slew_ps = 60
clkLatencyLatePin_ps = 400
cts_inserted_buffers = 17
cts_max_path_buffers = 2
tritoncts = "built"
cts_hold_repair.buffers = 0
h_tree_depth = 4
cts.root.buffer_cell = "sky130_fd_sc_hd__clkbuf_16"
cts_sink_cnt = 136

[global_routing]
antenna_found_initial = 0
met1_usage_pct = 26.5
global_route.usage.met2_pct = 24.8
maximum_number_of_pins_on_one_net_before_global_route_repair = 30
grt_first_pass_wirelength_mm = 14.9
grt.total_usage_pct = 17.3
via_count_of_the_first_global_routing_pass = 2586
groute.layer.met3.usage_pct = 10.1
grt_busiest_layer = "met1"
grt-ovfl-total = 0

[critical_path]
timing_worst_setup_path_type = "in2reg"
critPathLaunchType = "primary input"
timing.reg2reg.worst_path_depth = 3
critical-path-slowest-cell = "sky130_fd_sc_hd__nor2_1"
critical_path_arrival_ps = 2500
max_stage_delay_ps = 630
crit_path_max_fanout = 9
cp.required_ps = 3630
crit_path_end_kind = "register"
crit_path_cell_trace = "clkdlybuf4s50_1, inv_1, or3_1, nor2_1"

[logic_synthesis]
syn_area_um2 = 5150
synth_sequential_area_ratio_pct = 79.3
synthDistinctLibCells = 18
mux_share_pct = 14.0
yosys.area_share.xor_xnor_pct = 0
netlist_logic_family_top = "multiplexers"
netlist.top_cell.by_area = "sky130_fd_sc_hd__edfxtp_1"
synth.cellmix.adderShare_pct = 0
syn-mean-instance-area_um2 = 22.3
yosys-top-cells-area = "sky130_fd_sc_hd__edfxtp_1, sky130_fd_sc_hd__mux4_2, sky130_fd_sc_hd__a22oi_1"
synth_flop_count = 136
syn-instance-count = 231
number_of_cell_instances_after_yosys_synthesis = 231
yosys-stat-area_um2 = 5150
top_cell_area_share_pct = 79.3
yosysWarningCount = 1
synthAoiAreaFrac_pct = 2.33
simple_gate_portion_of_the_synthesized_area_pct = 3.11

[floorplanning]
floorplan.core_util_pct = 41.0
chip_area_um2 = 13300
top_level_ports = 22
dieWidth_um = 115
vert_die_dim_um = 115
std_cell_rows = 41
coreArea_um2 = 12600

[placed_design]
routabilityCongestion = 0.756
port_buffers = 21
place.detailed.hpwl_mm = 5.86

[worst_hold_path]
worstHoldPathType = "reg2reg"
whs_path_depth = 3

[pwr]
p_leak_nw = 2.03
maximum_vdd_drop_mv = 0.802
power_w = 0.00386
pwr_density_cell_nw_per_um2 = 614

[run]
drv.max_cap_violation_count = 0
tool_warnings = 25

[status]
status = "finished clean"
==> placed cells by master, fill, tap and decap left out <==
| master | n |
|---|---|
| sky130_fd_sc_hd__or3_1 | 1 |
| sky130_fd_sc_hd__nand2b_1 | 2 |
| sky130_fd_sc_hd__edfxtp_1 | 136 |
| sky130_fd_sc_hd__clkinv_2 | 2 |
| sky130_fd_sc_hd__nor2_1 | 13 |
| sky130_fd_sc_hd__and2_1 | 1 |
| sky130_fd_sc_hd__nand3_1 | 1 |
| sky130_fd_sc_hd__mux4_2 | 32 |
| sky130_fd_sc_hd__clkinv_4 | 1 |
| sky130_fd_sc_hd__inv_6 | 1 |
| sky130_fd_sc_hd__nand2_1 | 9 |
| sky130_fd_sc_hd__clkinv_1 | 4 |
| sky130_fd_sc_hd__buf_12 | 1 |
| sky130_fd_sc_hd__nor3_1 | 4 |
| sky130_fd_sc_hd__a22oi_1 | 16 |
| sky130_fd_sc_hd__buf_2 | 2 |
| sky130_fd_sc_hd__bufinv_16 | 6 |
| sky130_fd_sc_hd__buf_4 | 14 |
| sky130_fd_sc_hd__inv_1 | 1 |
| sky130_fd_sc_hd__nor2b_1 | 2 |
| sky130_fd_sc_hd__clkdlybuf4s50_1 | 19 |
| sky130_fd_sc_hd__clkinvlp_4 | 1 |
| sky130_fd_sc_hd__nand3b_1 | 2 |
| sky130_fd_sc_hd__clkbuf_16 | 17 |
==> sequential cells by signal (all words and copies together) (netlist names) <==
signal,count
out,8
mem,128
==> path summary, 6_finish.rpt <==
check | endpoint | startpoint | slack, ps
worst min register to register | out[7] | mem[15][7] | 750
worst max-delay path | mem[3][0] | we | 1130
worst max register to register | out[5] | mem[0][5] | 1970
worst min-delay path | out[7] | mem[15][7] | 750
==> final cells by class <==
type                    instances  area share, %
clock buffers                  17           6.77
clock inverters                15           3.66
inverters                       1         0.0597
multi-input cells              83           15.9
flip-flops and latches        136           65.0
well taps                     172           3.42
repair buffers                 36           5.18
==> worst max-delay path: cells and delay by family <==
family | cells | cell delay (ps)
buffers and inverters | 2 | 730
and+or+nand+nor | 2 | 1050
==> power by group <==
part	internal (W)	leakage (nW)	switching (W)
Combinational	0.0000791	0.479	0.0000910
Sequential	0.00179	1.24	0.00000882
Clock	0.00129	0.317	0.000603
==> cell usage after synthesis <==
master                     instances
sky130_fd_sc_hd__clkbuf_2          1
sky130_fd_sc_hd__nand3_1           1
sky130_fd_sc_hd__mux4_2           32
sky130_fd_sc_hd__nand3b_1          2
sky130_fd_sc_hd__inv_1             1
sky130_fd_sc_hd__and2_1            1
sky130_fd_sc_hd__nor2_1           13
sky130_fd_sc_hd__nor2b_1           2
sky130_fd_sc_hd__nand2_1           9
sky130_fd_sc_hd__buf_1             4
sky130_fd_sc_hd__nand2b_1          2
sky130_fd_sc_hd__nor3_1            4
sky130_fd_sc_hd__a22oi_1          16
sky130_fd_sc_hd__edfxtp_1        136
sky130_fd_sc_hd__clkbuf_1          2
sky130_fd_sc_hd__buf_2             2
sky130_fd_sc_hd__buf_6             2
sky130_fd_sc_hd__or3_1             1
==> stage by stage <==
stage | util, % | cell area (um^2) | cells | setup slack, ps
after global routing | 50.0 | 6280 | 460 | 1050
after detailed placement | 44.8 | 5630 | 428 | 705
after floorplan | - | 5150 | 231 | 1390
after CTS | 50.0 | 6280 | 460 | 1140
after global placement | 44.8 | 5630 | 428 | 717
final | 50.0 | 6280 | 460 | 1130
==> kinds of logic after synthesis <==
kind of cell,Yosys count
flip-flops,136
multiplexers,32
AND-OR/OR-AND,16
buffers and inverters,12
AND/OR/NAND/NOR,35
==> per-layer routing <==
metal  up-vias  part of all wire, %  wire length [um]
met5         -                    0                 0
met4         0                 0.69                66
met3         6                   11              1050
met2       120                   48              4650
met1      1207                   40              3860
li1       1060                    -                 -
Power and IR drop assume default switching activity.
