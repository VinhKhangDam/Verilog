**flow/design.v**
```verilog
module single_port_ram (
    input clk, we,
    input [3:0] addr,
    input [7:0] din,
    output reg [7:0] dout
);
reg [7:0] mem [15:0];
initial begin
    mem[0] = 8'hE8;
end
always @(posedge clk) begin
    if (we)
        mem[addr] <= din;
    else
        dout <= mem[addr];
end 
endmodule
```
**flow/config.mk**
```make
export PLATFORM = sky130hd
export DESIGN_NAME = single_port_ram
export DESIGN_NICKNAME = single_port_ram
export VERILOG_FILES = /design/flow/design.v
export SDC_FILE = /design/flow/constraint.sdc
export NUM_CORES = 4
export LEC_CHECK = 1
export CORE_UTILIZATION = 30
```
**flow/constraint.sdc**
```tcl
current_design single_port_ram

set clk_period 3.6
set clk_io_pct 0.2

create_clock -name clk0 -period $clk_period [get_ports {clk}]

set non_clock_inputs [all_inputs -no_clocks]
set_input_delay [expr $clk_period * $clk_io_pct] -clock clk0 $non_clock_inputs
set_output_delay [expr $clk_period * $clk_io_pct] -clock clk0 [all_outputs]
```
**flow/run.sh**
```bash
#!/bin/bash
# OpenROAD 26Q1-2900-gdf79404cd8, Yosys 0.63+post, stock flow scripts
make -C /OpenROAD-flow-scripts/flow DESIGN_CONFIG=/design/flow/config.mk WORK_HOME=/design/flow/orfs finish
```
==> results.json <==
{
  "async_flop_share": 0,
  "ys_warn_count": 1,
  "power.density_nw_per_um2": 586,
  "dieHeight_um": 133,
  "place.gp.congestion": 0.822,
  "clk_pin_slew_worst_paths_ns": 0.06,
  "synth_cell_types": 18,
  "r2r_start": "mem[3][7]",
  "fmax_mhz": 430,
  "grt_overflow_total": 0,
  "regToRegSetupSlack_ns": 2.02,
  "status": "complete, no violations",
  "crit_path_start": "we",
  "fin_skew_ns": 0.00577,
  "p_total_uw": 3690,
  "cts_buffer_depth": 2,
  "wl_per_cell_um": 20.2,
  "min-delay-start": "mem[12][5]",
  "viasPerCell": 4.82,
  "drv_slew": 0,
  "finalSetupViolations": 0,
  "final_util": 0.379,
  "edf_count": 136,
  "initCoreUtil": 0.309,
  "boundaryPins": 22,
  "ys_cells": 231,
  "critPathKind": "primary input to flip-flop",
  "rows": 47,
  "clock_latency_ns": 0.41,
  "leakage_uw": 0.00201,
  "postSynthCellCount": 231,
  "fin_ws_ns": 1.27,
  "fillers": 1458,
  "diodes": 0,
  "vias": 2462,
  "ant_nets": 0,
  "postSynthSeqShare": 0.793,
  "post-route-min-period_ns": 2.33,
  "hpwlAfterDp_mm": 6.59,
  "drive_gt1_frac": 0.285,
  "largest_area_cell": "edfxtp_1",
  "grt_max_degree": 30,
  "hold_depth": 3,
  "required_ns": 3.71,
  "grt_pass1_wl_mm": 15.7,
  "maxSlewHeadroom": 0.467,
  "ir_drop_mv": 0.379,
  "end_kind": "flip-flop",
  "port-buffer-count": 21,
  "grt_usage": 0.132,
  "drv_cap": 0,
  "synth_dominant_cell_count": "edfxtp_1",
  "cts_hold_buf": 0,
  "die_w_um": 133,
  "synth_largest_type_area_fraction": 0.793,
  "min_to": "dout[5]",
  "cp-start-kind": "primary input",
  "first_pass_iters": 4,
  "wl_mm": 10.3,
  "worstMarginPinSlew_ns": 0.796,
  "common_cells": "edfxtp_1 (136), mux4_2 (32), a22oi_1 (16)",
  "drt-initial-drc-count": 306,
  "arrival_ns": 2.44,
  "syn_avg_cell_area_um2": 22.3,
  "cts_setup_buffers": 0,
  "setup_tns_ns": 0,
  "final.period_utilization": 0.646,
  "syn_area_um2": 5150,
  "h-tree-depth": 4,
  "grt_pass1_vias": 2706,
  "antenna_found_initial": 0,
  "areaGrowthSynthToFinish_pct": 22.4,
  "tritoncts": "yes",
  "yosys-stat-area_um2": 5150,
  "rsz0062_at_grt": "no",
  "r2r-end": "dout[7]",
  "dieArea_um2": 17700,
  "ff_type": "edfxtp_1",
  "cp_max_fo": 9,
  "cts_inserted_buffers": 17,
  "cts_resized": 0,
  "drc": 0,
  "cts-root-buf": "clkbuf_16",
  "warnings": 25,
  "hold_class": "flip-flop to flip-flop",
  "dp_slack_ns": 0.840,
  "hold_violations": 0,
  "netlist_top_cells_area": "edfxtp_1 (79%), mux4_2 (14%), a22oi_1 (2.3%)",
  "clkSinkCount": 136,
  "fp.coreArea_um2": 16600,
  "reg2reg_depth": 3,
  "numSynthFlops": 136
}
==> placed cells by master (no fill, tap or decap) <==
cell type,count
clkinv_2,2
inv_1,1
clkinv_1,1
or3_1,1
inv_6,1
mux4_2,32
buf_4,18
edfxtp_1,136
nand3b_1,2
nand2b_1,2
nand2_1,9
clkinv_4,5
and2_1,1
clkbuf_16,17
nor3_1,4
buf_2,2
nor2b_1,2
clkdlybuf4s50_1,19
bufinv_16,3
clkinvlp_4,3
nor2_1,13
nand3_1,1
a22oi_1,16
==> worst max-delay path, stage by stage <==
cell	delay, ns
clkdlybuf4s50_1	0.57
inv_1	0.25
or3_1	0.44
nor2_1	0.23
buf_4	0.22
==> through the flow <==
| stage | std cells | hold WS (ns) | cell area, um2 |
|---|---|---|---|
| floorplan | 231 | 0.710 | 5150 |
| finish | 511 | 0.772 | 6300 |
| CTS | 511 | 0.781 | 6300 |
| detailed placement | 479 | 0.749 | 5700 |
| global route | 511 | 0.817 | 6300 |
| global placement | 479 | 0.734 | 5700 |
==> cell families after synthesis <==
family	Yosys count	synth area share
AND-OR/OR-AND	16	0.0233
buffers and inverters	12	0.0124
AND/OR/NAND/NOR	35	0.0311
flip-flops	136	0.793
multiplexers	32	0.140
==> layer usage <==
metal	wire (um)	GRT usage
met1	3860	0.167
met4	83	0.0147
met3	1500	0.0980
met2	4890	0.196
met5	0	0
==> worst max path at each step <==
stage | to | slack, ns | cells after the start
4_1_cts | mem[3][7] | 1.27 | 5
5_1_grt | mem[0][0] | 1.19 | 5
6_report | mem[3][2] | 1.27 | 5
==> flip-flops by register name, summed over array words and instances, names as in the netlist <==
name / flops
mem: 128
dout: 8
==> layout make-up <==
| type | count | area [um2] | area share |
|---|---|---|---|
| Sequential cell | 136 | 4080 | 0.648 |
| Multi-Input combinational cell | 83 | 1000 | 0.159 |
| Clock buffer | 17 | 425 | 0.0675 |
| Timing Repair Buffer | 39 | 335 | 0.0532 |
| Tap cell | 220 | 275 | 0.0437 |
| Clock inverter | 15 | 179 | 0.0284 |
| Inverter | 1 | 3.75 | 0.000595 |
==> power breakdown <==
part           switching, uW  total, uW  internal (uW)
Clock                    634       1720           1090
Sequential              11.0       1800           1790
Combinational           93.1        172           78.8
No activity file was given, so power comes from the tool's default toggle rates.
